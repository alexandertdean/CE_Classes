===== flow/config.mk =====
export PLATFORM = sky130hd
export DESIGN_NAME = registerFile
export DESIGN_NICKNAME = registerFile
export VERILOG_FILES = /design/flow/design.v
export SDC_FILE = /design/flow/constraint.sdc
export NUM_CORES = 4
export LEC_CHECK = 1
export CORE_UTILIZATION = 40

===== flow/constraint.sdc =====
current_design registerFile

set clk_period 9.2
set clk_io_pct 0.2

create_clock -name clk0 -period $clk_period [get_ports {clock}]
create_clock -name clk1 -period $clk_period [get_ports {clock_debug}]

set non_clock_inputs [all_inputs -no_clocks]
set_input_delay [expr $clk_period * $clk_io_pct] -clock clk0 $non_clock_inputs
set_output_delay [expr $clk_period * $clk_io_pct] -clock clk0 [all_outputs]

===== flow/design.v =====
module registerFile (
	input wire [4:0] read_address_1,
	input wire [4:0] read_address_2,
	input wire [4:0] write_address,
	input wire [31:0] write_data_in,
	input wire WriteEnable,
	input wire reset,
	input wire pause,
	input wire [4:0] read_address_debug,
	input wire clock,
	input wire clock_debug,
	output reg [31:0] data_out_1,
	output reg [31:0] data_out_2,
	output reg [31:0] data_out_debug);
	reg [31:0] register[31:0];
	integer i;
	initial begin
		for (i = 0; i < 32; i = i + 1) begin	
			register[i] = 0;
		end
		register[29] = 128;
	end
	always @(posedge clock) begin
		if (reset) begin
			for (i = 0; i < 32; i = i + 1) begin
				register[i] = 0;
			end
			register[29] = 0;
		end
		else if (WriteEnable) begin
			register[write_address] = write_data_in;
		end
	end
	always @(negedge clock) begin
		if (pause) begin
			data_out_1 <= 0;
			data_out_2 <= 0;
		end
		else begin
			data_out_1 <= register[read_address_1];
			data_out_2 <= register[read_address_2];
		end
	end
	always @(posedge clock_debug) begin
		data_out_debug <= register[read_address_debug];
	end
endmodule

===== flow/run.sh =====
#!/bin/bash
# OpenROAD 26Q1-2900-gdf79404cd8, Yosys 0.63+post, stock flow scripts
make -C /OpenROAD-flow-scripts/flow DESIGN_CONFIG=/design/flow/config.mk WORK_HOME=/design/flow/orfs finish

==> summary.txt <==
Notes on the physical implementation.

- The flow ran to the end, and the final reports show no timing, DRC or antenna violations.
- The chip area line of the yosys report is about 64000 um2, for reference.
- Averaged over all synthesized cells, the footprint is between 15 and 20 um2.
- The data required time reported for the critical path is roughly 7400 ps.
- Once detail routing completed, the nets flagged for antenna violations numbered 0.
- The number of standard-cell rows in the floorplan is around 150, for reference.
- The via count of the first global-routing pass came to 45600.
- The internal cell power is 9780 uW, for reference.
- Routability-driven placement finished with a final weighted congestion of between 0.9 and 1.
- Counting both buffers and inverters, the worst setup path holds a total of 1.
- In the final routed layout, each cell accounts on average for around 41 um.
- The final setup TNS is 0 ps, for reference.
- The floorplan step defined a core boundary enclosing about 160000 um2.
- The final number of max-transition violations is 0, for reference.
- The iteration count recorded for the first detailed-route pass is 8.
- The sequential share of the synthesized area is slightly above 50%, for reference.
- STA lists the maximum fanout along the critical path as 1.
- IR analysis of the VDD net gives a maximum drop of between 150 and 200 uV.
- Warnings reported by Yosys during synthesis add up to 1.
- The cell with the largest stage delay on the worst path is sky130_fd_sc_hd__dfxtp_1, for reference.
- The netlist uses 31 different library cells.
- The number of setup buffers added after CTS is 0.
- The proportion of power drawn by flip-flops and latches is a little under half, for reference.
- The kind of end point of the critical path is an output port, for reference.
- The top cell type by total area after synthesis is sky130_fd_sc_hd__edfxtp_1, for reference.
- The class of the tightest hold or removal check is flop to flop, for reference.
- In the final layout, the share of cells above drive strength 1 is a little under a third.
- The half-perimeter wire length of the detailed placement result is 159000 um, for reference.
- The clock-pin slew on the worst setup and hold paths is ~110 ps, for reference.
- The floorplan die height is around 400 um, for reference.
- The overall die size recorded for this design is about 160000 um2.
- The critical path launch point type is a flop, for reference.
- Broken down by cell family, the worst path's largest delay share belongs to flip-flops.
- The pin count of the biggest net entering global routing is between 60 and 70, for reference.
- TritonCTS built the clock tree.
- The switching power summed over all nets is about 3600 uW, for reference.
- Setup repair after global routing left no endpoint under its margin.
- The worst setup path is of the flop to output port kind.
- The number of resized instances in the post-cts repair step is 0, for reference.
- The setup slack after layout is between 800 and 900 ps, for reference.
- The static leakage is 0.0253 uW, for reference.
- The post-CTS hold buffer count recorded in the log is 0.
- From synthesis to final layout, the design area changed by 14.2%.
- The switching part of the total power is ~27%, for reference.
- The post-synth tally of flip-flops with integrated enable is 1024, for reference.
- The via density per instance is between 6 and 7, for reference.
- TritonCTS reports the number of clock sinks as about 1100.
- The global-route wire length before repair is 362000 um, for reference.
- The share of power burned in the clock network is roughly 40%, for reference.
- The horizontal die dimension is ~400 um, for reference.
- The script parses the final routing iteration and logs DRC violations as 0.
- The worst endpoint data arrival time is 6520 ps, for reference.
- Looking at the cell usage after synthesis, the top flip-flop cell is sky130_fd_sc_hd__edfxtp_1.
- The detailed router reported a total wirelength of between 200000 and 300000 um.
- The global-route usage over all layers is between 30% and 40%, for reference.
- The area share of the largest cell type after synthesis is a little under half, for reference.
- The maximum clock skew at final layout is about 44 ps, for reference.
- Per the Yosys statistics, synthesis produced between 4000 and 5000 cells.
- The number of warnings in the stage logs is around 91, for reference.
- The setup slack after placement is around 540 ps, for reference.
- The count of buffers added on input and output ports is about 150.
- The number of DRC markers after the initial detailed-route iteration is 3489, for reference.
- The total of max-cap violations is 0, for reference.
- The transition time of the tightest slew-check pin is 960 ps, for reference.
- The number of antenna violations at the first check in global routing came to 22.
- The flip-flop and latch count after synthesis is approximately 1100, for reference.
- The main area contributors are sky130_fd_sc_hd__edfxtp_1, sky130_fd_sc_hd__mux4_2, sky130_fd_sc_hd__and2_1.
- The count of pins on the block boundary is around 150, for reference.
- The total of endpoints with negative setup slack in the final report is 0, for reference.
- The final layout report lists a filler cell count of between 10000 and 15000.
- The power share of the combinational group is between 10 and 15%, for reference.
- The combined area of all synthesized cells is 64300 um2, for reference.
- After technology mapping, the gate count stands at 4104.
- The power density of the placed cells is between 150 and 200 nW/um2, for reference.
- Traced cell by cell, the critical path runs through clkdlybuf4s50_1.
- The detailed router placed about 42000 vias in this run.
- The final tally of hold violations is 0, for reference.
- The global route stage reports its total congestion overflow as 0.
- The normalized max-slew margin is between 30 and 40%, for reference.
- Of all flip-flops after synthesis, the portion carrying an async set or reset was 0%.
- The peak per-stage delay on the critical path is 600 ps, for reference.
- For this configuration, the core starts out at a cell density of around two fifths.
==> registers in the layout, indices dropped and copies added (netlist names) <==
register,count
register,1024
data_out_debug,32
data_out_2,32
data_out_1,32
==> power by group through the flow <==
stage                 registers, uW  logic, uW  clock network, uW
after global routing           6150       2030               5540
after CTS                      6110       1940               5360
final                          6110       1970               5310
==> cell type report <==
cell class | count | area [um2] | share of cell area (%)
tap | 2072 | 2590 | 3.53
inverter | 2 | 12.5 | 0.0170
timing repair buffer | 395 | 3760 | 5.13
clock inverter | 134 | 941 | 1.28
clock buffer | 164 | 3420 | 4.66
antenna | 21 | 52.6 | 0.0716
multi-input combinational | 2512 | 29900 | 40.8
sequential | 1120 | 32700 | 44.5
==> synth_stat cells, types with 2 or more instances <==
cell	number
sky130_fd_sc_hd__and2_1	1025
sky130_fd_sc_hd__edfxtp_1	1024
sky130_fd_sc_hd__mux4_2	768
sky130_fd_sc_hd__clkbuf_1	313
sky130_fd_sc_hd__mux2i_1	256
sky130_fd_sc_hd__dfxtp_1	96
sky130_fd_sc_hd__buf_2	86
sky130_fd_sc_hd__a221o_1	64
sky130_fd_sc_hd__a22oi_1	64
sky130_fd_sc_hd__a31oi_1	64
sky130_fd_sc_hd__a221oi_1	45
sky130_fd_sc_hd__o21ai_0	45
sky130_fd_sc_hd__nor2_1	41
sky130_fd_sc_hd__buf_1	39
sky130_fd_sc_hd__nand2_1	39
sky130_fd_sc_hd__mux2_2	32
sky130_fd_sc_hd__or2_2	32
sky130_fd_sc_hd__buf_4	24
sky130_fd_sc_hd__o2111ai_1	19
sky130_fd_sc_hd__buf_6	7
sky130_fd_sc_hd__nor2b_1	4
sky130_fd_sc_hd__inv_1	3
sky130_fd_sc_hd__nand3b_1	3
sky130_fd_sc_hd__and2b_1	2
sky130_fd_sc_hd__nand4bb_1	2
sky130_fd_sc_hd__or3b_2	2
==> kinds of logic (layout without fill, tap and decap cells) <==
kind of cell           Yosys count  after routing  share of synthesized area, %
muxes                         1056           1056                          31.5
other                            0             21                             0
and+or+nand+nor               1155           1155                          11.0
AOI/OAI and AO/OA              301            301                          3.59
DFF                           1120           1120                          50.8
buffers and inverters          472            695                          3.15
==> final timing paths <==
kind | startpoint | endpoint | slack (ps) | depth (start not counted)
worst max-delay path | data_out_1[15] | data_out_1[15] | 840 | 1
worst min-delay path | register[27][2] | data_out_debug[2] | 1340 | 3
worst max register to register | register[5][21] | data_out_2[21] | 2810 | 4
worst min register to register | register[27][2] | data_out_debug[2] | 1340 | 3
max in group clk1 | read_address_debug[0] | data_out_debug[26] | 4290 | 6
min in group clk0 | write_data_in[25] | register[22][25] | 2020 | 3
==> through the flow <==
stage | cell area, um2 | cells | power (uW) | utilization, % | hold slack (ps)
6_report | 73400 | 6420 | 13400 | 46.2 | 1340
5_1_grt | 73400 | 6403 | 13700 | 46.2 | 1340
4_1_cts | 73300 | 6399 | 13400 | 46.2 | 1340
3_5_place_dp | 69000 | 6102 | 8170 | 43.4 | 963
3_3_place_gp | 69000 | 6102 | 8180 | 43.4 | 955
2_1_floorplan | 64300 | 4104 | 7270 | - | 903
==> cell usage in the layout, fill, tap and decap left out, types with 68 or more instances in the layout <==
cell type,netlist,final
sky130_fd_sc_hd__and2_1,1025,1024
sky130_fd_sc_hd__buf_4,24,214
sky130_fd_sc_hd__clkbuf_16,0,130
sky130_fd_sc_hd__clkdlybuf4s50_1,0,135
sky130_fd_sc_hd__dfxtp_1,96,96
sky130_fd_sc_hd__edfxtp_1,1024,1024
sky130_fd_sc_hd__inv_1,3,68
sky130_fd_sc_hd__mux2i_1,256,256
sky130_fd_sc_hd__mux4_2,768,768
==> layer usage <==
| metal | GRT usage (%) | part of all wire [%] | vias up |
|---|---|---|---|
| li1 | - | - | 16700 |
| met1 | 38.4 | 29 | 21100 |
| met2 | 49.1 | 44 | 3790 |
| met3 | 30.4 | 19 | 874 |
| met4 | 17.6 | 6.4 | 50 |
| met5 | 5.44 | 0.46 | - |
Power is estimated from default activity; no workload was simulated.
